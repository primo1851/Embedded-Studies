## flow/design.v

```verilog
module clock_divider (
    input wire clk_in,    
    output reg clk_out    
);
    reg [25:0] counter = 0;  
    always @(posedge clk_in) begin
        counter <= counter + 1;
        clk_out <= counter[25];  
    end
endmodule
```

## flow/run.sh

```bash
#!/bin/bash
# OpenROAD 26Q1-2900-gdf79404cd8, Yosys 0.63+post, stock flow scripts
make -C /OpenROAD-flow-scripts/flow DESIGN_CONFIG=/design/flow/config.mk WORK_HOME=/design/flow/orfs finish
```

## flow/config.mk

```make
export PLATFORM = sky130hd
export DESIGN_NAME = clock_divider
export DESIGN_NICKNAME = clock_divider
export VERILOG_FILES = /design/flow/design.v
export SDC_FILE = /design/flow/constraint.sdc
export NUM_CORES = 4
export LEC_CHECK = 1
export CORE_AREA = 10 10 84 84
export DIE_AREA = 0 0 94 94
```

## flow/constraint.sdc

```tcl
current_design clock_divider

set clk_period 6.1
set clk_io_pct 0.2

create_clock -name clk0 -period $clk_period [get_ports {clk_in}]

set non_clock_inputs [all_inputs -no_clocks]
set_input_delay [expr $clk_period * $clk_io_pct] -clock clk0 $non_clock_inputs
set_output_delay [expr $clk_period * $clk_io_pct] -clock clk0 [all_outputs]
```

==> job_summary.md <==
### Metrics collected by this job

| Metric | Value |
|---|---|
| Worst stage delay on the critical path | 0.45 ns |
| Main synth FF type | dfxtp_1 |
| First-pass GRT wire length | 2.41 mm |
| Final tally of setup violations | 0 |
| Sw frac | between 10% and 20% |
| Seq pwr share | between 60% and 70% |
| Cell type with the largest total area | dfxtp_1 |
| Min-Delay Path Class | flop to flop |
| CTS Root Cell | clkbuf_8 |
| Longest Clk Path Bufs | 2 |
| Pleak | slightly above 0.4 nW |
| Worst Tran Pin Value | between 0.3 and 0.4 ns |
| Die Y | 94 um |
| Final period utilization | a little under two fifths |
| Drt total wl | 1.32 mm |
| Share of the yosys chip area belonging to registers | 52.3% |
| Post-Syn Instances | 97 |
| Layout area overhead | 13.3% |
| DP HPWL | 973 um |
| Clock group share of total power | a little over a third |
| CTS tree | built |
| Dominant logic cell type in the layout | dfxtp_1 |
| Ant. Diodes | 0 |
| Unrepaired setup endpoints after global routing | no |
| Crit path max-delay cell type | clkdlybuf4s50_1 |
| Total clock sinks | 27 |
| Vias | 613 |
| Mapped Area | roughly 1000 um2 |
| CTS clk-pin slew, worst paths | ~0.08 ns |
| Post-DRT Antenna Nets | 0 |
| Seq cells post-synth | 27 |
| Critical Path Start | clk_out |
| Yosys stat area | approximately 1000 um2 |
| Overflow after GRT | 0 |
| Hold Vio Cnt, Final | 0 |
| Worst path depth | 1 |
| Vias in the first global route | between 500 and 600 |
| Slew Viols, Final | 0 |
| Status | complete, no violations |
| Initial DRC count | 20 |
| Cts hold-fix bufs | 0 |
| Later-pin clock latency in the skew report | 0.27 ns |
| Buf+Inv Stages, Crit Path | 1 |
| Filler cells | a little under 600 |
| Post-CTS resize count | 0 |
| VDD IR max | 0.0000793 V |
| H-Tree Depth | 1 |
| Die Area | 8840 um2 |
| Layout cells sized above 1 | 7.92% |
| Switch Pwr | ~50 uW |
| Placed Cells | between 150 and 200 |
| Final Critical Period | 2.24 ns |
| Worst-path fanout max | 1 |
| Die W | between 90 and 100 um |
| Tool Warnings | 25 |
| Post-route DRC | 0 |
| Crit path capture | clk_out |
| Top cell area share | between 50% and 60% |
| Asr flop ratio synth | 0% |
| Reg-to-reg slack, setup | roughly 4.5 ns |
| Delay-heaviest family, CP | buffers and inverters |
| Distinct lib cells | 19 |
| Avg Inst Size Synth | 10.7 um2 |
| # Cells Yosys | 97 |
| Row count | 26 |
| Clock skew | slightly above 0.005 ns |
| Setup CP Type | flop to output pin |
| Fmax | ~450 MHz |
| Worst EP required | 4.88 ns |
| Synth Warn # | 1 |
| Number of enable flip-flop cells | 0 |
| Critical Path AT | slightly above 1 ns |
| Initial antenna violation count | 0 |
| RR Startpoint | counter[0] |
| Int Power | around 220 uW |
| Non-Filler Instances | 171 |
| DR pass1 iterations | 4 |
| Gate power share | 0% |
| Drt wl/cell | a little under 8 um |
| Crit-path cells | clkdlybuf4s50_1 |
| MaxCap Viol Count | 0 |
| Vias per cell | 3.58 |
| CP startpoint kind | flop |
| Commonest cells after routing, fill and taps aside | dfxtp_1 (27), xnor2_1 (17), nand2_1 (8) |
| Num CTS Buffers | 3 |
| Core area | around 5200 um2 |
| Total Routing Usage GR | between 3 and 4% |
| Reg2reg path depth | 5 |
| Largest net degree at the start of global routing | 15 |
| Hold_ws | approximately 0.37 ns |
| RD Place Congestion | 0.746 |
| Cell Pwr Density | 234 nW/um2 |
| Synth top area cells | dfxtp_1 (52%), xnor2_1 (14%), xor2_1 (5.9%) |
| Post-CTS Setup Bufs | 0 |
| Slew margin rel. | 73.3% |
| Floorplan Utilization | ~20% |
| Setup TNS | 0 ns |
| PortBufs | 1 |
| Worst reg2reg path endpoint | counter[10] |
| Ports | 2 |
| Worst setup EP type | output pin |
power groups by stage:
stage,registers [mW],logic [mW],clock network [mW]
4_1_cts,0.176,0.000000164,0.102
5_1_grt,0.176,0.000000164,0.109
6_report,0.176,0.000000164,0.0974
final cells by class:
type                    instances  area (um2)  share of cell area [%]
inverters                       3        11.3                   0.962
well taps                      70        87.6                    7.48
flip-flops and latches         27         541                    46.2
repair buffers                  1        10.0                   0.855
clock buffers                   4        45.0                    3.85
multi-input cells              66         477                    40.7
registers in the layout (all words and copies together) (netlist names):
register	flops
counter	26
clk_out	1
metal layers:
layer  track usage [%]  up-vias  wire length (um)
li1                  -      337                 -
met1              4.56      266               709
met2              4.61        8               526
met3              1.45        2                77
met4             0.253        0                 3
met5                 0        -                 0
metrics by stage:
| stage | total power, mW | cell area (um2) | util [%] | worst slack [ns] |
|---|---|---|---|---|
| floorplan | 0.180 | 1030 | - | 4.62 |
| global placement | 0.180 | 1130 | 21.6 | 4.14 |
| detailed placement | 0.180 | 1130 | 21.6 | 4.14 |
| CTS | 0.279 | 1170 | 22.5 | 3.84 |
| global route | 0.286 | 1170 | 22.5 | 3.80 |
| finish | 0.273 | 1170 | 22.5 | 3.86 |
worst min path at each step:
stage,startpoint,endpoint,depth (start not counted)
4_1_cts,counter[25],clk_out,0
5_1_grt,counter[25],clk_out,0
6_report,counter[25],clk_out,0
cells by family (layout without fill, tap and decap cells):
| kind of cell | count (synthesis) | count (layout) | share of synthesized area [%] |
|---|---|---|---|
| buf+inv | 4 | 8 | 1.57 |
| xor+xnor | 24 | 24 | 20.3 |
| simple gates | 41 | 41 | 24.6 |
| flops | 27 | 27 | 52.3 |
| fa+ha+maj | 1 | 1 | 1.21 |
synthesized netlist by cell type, types with 2 or more instances:
library cell	n
and3_1	3
dfxtp_1	27
inv_1	3
nand2_1	8
nand3_1	7
nand4_1	7
nor2_1	5
nor3_1	3
or2_2	2
xnor2_1	17
xor2_1	7
Power is estimated from default activity; no workload was simulated.
