File: flow/run.sh
#!/bin/bash
# OpenROAD 26Q1-2900-gdf79404cd8, Yosys 0.63+post, stock flow scripts
make -C /OpenROAD-flow-scripts/flow DESIGN_CONFIG=/design/flow/config.mk WORK_HOME=/design/flow/orfs finish
File: flow/config.mk
export PLATFORM = sky130hd
export DESIGN_NAME = seven_seg_decoder
export DESIGN_NICKNAME = seven_seg_decoder
export VERILOG_FILES = /design/flow/design.v
export SDC_FILE = /design/flow/constraint.sdc
export NUM_CORES = 4
export LEC_CHECK = 1
export CORE_AREA = 10 10 70 70
export DIE_AREA = 0 0 80 80
File: flow/constraint.sdc
current_design seven_seg_decoder

set clk_period 1.6
set clk_io_pct 0.2

create_clock -name clk0 -period $clk_period

set non_clock_inputs [all_inputs -no_clocks]
set_input_delay [expr $clk_period * $clk_io_pct] -clock clk0 $non_clock_inputs
set_output_delay [expr $clk_period * $clk_io_pct] -clock clk0 [all_outputs]
File: flow/design.v
module seven_seg_decoder (
    input [3:0] binary_input,  
    output reg [6:0] seg       
);
always @(*) begin
    case (binary_input)
        4'b0000: seg = 7'b1000000;  
        4'b0001: seg = 7'b1111001;  
        4'b0010: seg = 7'b0100100;  
        4'b0011: seg = 7'b0110000;  
        4'b0100: seg = 7'b0011001;  
        4'b0101: seg = 7'b0010010;  
        4'b0110: seg = 7'b0000010;  
        4'b0111: seg = 7'b1111000;  
        4'b1000: seg = 7'b0000000;  
        4'b1001: seg = 7'b0010000;  
        default: seg = 7'b1111111;  
    endcase
end
endmodule
==> reports/qor.tcl <==
set qor(rsz0062_at_grt) {true}
set qor(hold_path_class) {input pin to output port}
set qor(holdBufCountCts) 0
set qor(post_layout_nonfiller_instances) 93
set qor(max_slew.worst_pin.slew_ns) 0.225
set qor(run_status) {complete, no violations}
set qor(die_width_um) 80
set qor(vias_per_cell) 2.75
set qor(grt_max_degree) 11
set qor(core.rowCount) 21
set qor(finalHoldViolCount) 0
set qor(synth-warning-count) 1
set qor(synth-area-yosys_um2) 210
set qor(slew_violations) 0
set qor(synthesized_netlist_cell_count) 33
set qor(nClkBuffers) 0
set qor(power.ir.vdd_worst_v) 0.0000257
set qor(seq_cell_count) 0
set qor(placed_cells_incl_taps) 93
set qor(worst_setup_path_start_kind) {input pin}
set qor(count_of_inserted_antenna_diode_cells) 0
set qor(yosys.cell_types.count) 13
set qor(core_mm2) 0.00342
set qor(mappedNetlistArea_um2) 210
set qor(worst-setup-path-type) {input pin to output port}
set qor(wire_per_inst_um) 7.30
set qor(wire_length_of_the_first_global_routing_pass_um) 1150
set qor(ys_cells) 33
set qor(drive_gt1_frac) 0.340
set qor(route.detailed.drc) 0
set qor(end_kind) {output port}
set qor(max_slew_margin) 0.850
set qor(gp_congestion) 0.715
set qor(chipHeight_um) 80
set qor(report.power.total_uw) 86.5
set qor(worstPathArrival_ns) 1.23
set qor(hpwlAfterDp_um) 612
set qor(num_vias) 256
set qor(area.sequential_um2) 0
set qor(ant_nets) 0
set qor(fmaxAchievable_ghz) 0.645
set qor(first_global_vias) 229
set qor(synthesis.area_per_instance_um2) 6.37
set qor(starting_density_of_the_core) 0.0615
set qor(timing.max_cap.violations) 0
set qor(die_area_mm2) 0.00640
set qor(worst-endpoint-required_ns) 1.28
set qor(drt_pre_antenna_iters) 4
set qor(period_minus_slack_ns) 1.55
set qor(grt.overflow.total) 0
set qor(final.fill_count) 404
set qor(final_setup_vio_count) 0
set qor(grt.total_usage) 0.0215
set qor(warning_count) 38
set qor(post-route-period-util) 0.969
set qor(detail_route.iter0.violations) 3
set qor(yosysSeqAreaShare) 0
set qor(grt_antenna_before_repair) 0
set qor(wl_um) 679
set qor(layout_top_cells_excl_fill_tap) {nor2_1, o21ai_1, ha_1, dlygate4sd2_1, buf_4}
set qor(crit_path_max_fanout) 5
set qor(syn_to_final_growth_pct) 101
set qor(power_density_over_the_cells_mw_per_mm2) 204
set qor(num_io_pins) 11
set qor(cellLeakagePower_uw) 0.000179
set qor(numPortBuffers) 11
==> stage by stage <==
stage	utilization	cell area (um2)	setup TNS [ns]	setup WS (ns)	hold WS [ns]
2_1_floorplan	-	210	0	0.358	0.728
3_3_place_gp	0.117	399	-4.52	-0.725	1.80
3_5_place_dp	0.117	399	-4.39	-0.708	1.80
4_1_cts	0.120	409	-0.0831	-0.0831	1.16
5_1_grt	0.124	423	-0.00850	-0.00850	1.17
6_report	0.124	423	0	0.0494	1.12
==> cell type report <==
cell class / instances / area [um2] / area share
multi-input cells: 28 / 205 / 0.485
repair buffers: 16 / 144 / 0.340
well taps: 46 / 57.6 / 0.136
inverters: 3 / 16.3 / 0.0385
==> critical path, stage by stage <==
cell and delay (ns):
buf_8 0.10, buf_6 0.12, or2b_1 0.26, a21oi_1 0.14
nor2_1 0.06, dlygate4sd2_1 0.23
==> report_power, final <==
group / leakage (uW) / internal, uW / switching (uW) / total, uW
sequential: 0 / 0 / 0 / 0
clock: 0 / 0 / 0 / 0
combinational: 0.000179 / 49.8 / 36.6 / 86.5
total: 0.000179 / 49.8 / 36.6 / 86.5
==> cells by family (layout without fill, tap and decap cells) <==
family | count (synthesis) | count (layout) | share of synthesized area
compound gates | 10 | 10 | 0.262
buf+inv | 5 | 19 | 0.131
simple gates | 13 | 13 | 0.310
fa+ha+maj | 5 | 5 | 0.298
==> final timing paths <==
path | startpoint | cells after the start | slack, ns | end
setup / recovery | binary_input[1] | 6 | 0.05 | seg[5]
hold / removal | binary_input[1] | 5 | 1.12 | seg[3]
==> cell usage after synthesis, drive strengths merged <==
| cell type | instances | area, um2 |
|---|---|---|
| or2b | 1 | 7.51 |
| nand2b | 4 | 25.0 |
| a31oi | 1 | 6.26 |
| ha | 5 | 62.6 |
| o21ai | 6 | 30.0 |
| nand2 | 2 | 7.51 |
| or2 | 1 | 6.26 |
| buf | 2 | 16.3 |
| nor2 | 5 | 18.8 |
| inv | 3 | 11.3 |
| a21oi | 3 | 18.8 |
==> layer usage <==
metal	GRT usage	vias up	part of all wire
li1	-	137	-
met1	0.0277	111	0.43
met2	0.0385	8	0.49
met3	0.00341	0	0.085
met4	0	0	0
met5	0	-	0
==> repair_timing <==
action / 4_1_cts / 5_1_grt
cloned: 0 / 0
buffers inserted: 1 / 0
setup endpoints to repair: 7 / 5
gates resized: 32 / 12
pin swaps: 5 / 5
Power and IR drop assume default switching activity.
